==> ./design.v <==
`timescale 1ns / 1ps
module BCD_convert #(parameter DWIDTH = 8)(
    input [DWIDTH-1:0] bin_in,
    output reg [11:0] BCD_out
    );
    integer i;
    always @(bin_in)
    begin
        BCD_out = 0;
        for (i = 0; i < DWIDTH+1; i = i + 1)  
        begin
            if (BCD_out[3:0] > 4)
                BCD_out[3:0] = BCD_out[3:0] + 3;
            if (BCD_out[7:4] > 4)
                BCD_out[7:4] = BCD_out[7:4] + 3;
            if (BCD_out[11:8] > 4)
                BCD_out[11:8] = BCD_out[11:8] + 3;
            BCD_out = {BCD_out[DWIDTH+1:0], bin_in[DWIDTH+1 - i]};
        end
    end
endmodule
==> ./run.sh <==
#!/bin/bash
# OpenROAD 26Q1-2900-gdf79404cd8, Yosys 0.63+post, stock flow scripts
make -C /OpenROAD-flow-scripts/flow DESIGN_CONFIG=/design/flow/config.mk WORK_HOME=/design/flow/orfs finish
==> ./config.mk <==
export PLATFORM = sky130hd
export DESIGN_NAME = BCD_convert
export DESIGN_NICKNAME = BCD_convert
export VERILOG_FILES = /design/flow/design.v
export SDC_FILE = /design/flow/constraint.sdc
export NUM_CORES = 4
export LEC_CHECK = 1
export CORE_AREA = 10 10 70 70
export DIE_AREA = 0 0 80 80
==> ./constraint.sdc <==
current_design BCD_convert

set clk_period 5.1
set clk_io_pct 0.2

create_clock -name clk0 -period $clk_period

set non_clock_inputs [all_inputs -no_clocks]
set_input_delay [expr $clk_period * $clk_io_pct] -clock clk0 $non_clock_inputs
set_output_delay [expr $clk_period * $clk_io_pct] -clock clk0 [all_outputs]
==> notes.md <==
Figures from the implementation reports.

- The share of the synthesized area in the top cell type reads 8.84%.
- The total number of yosys warnings reads 3.
- The capture point of the critical path is BCD_out[1].
- The minimum clock period after layout is 4.57 ns.
- The fraction of the core area occupied by cells at floorplan reads 17.4%.
- The standby leakage power reads 0.288 nW.
- The required time of the critical path reads 4.08 ns.
- The portion of total power attributed to combinational logic is 100.0%.
- The count of nets left with antenna violations once routing finished came out at 0.
- The number of detailed-routing iterations run before antenna repair reads 4.
- For this run, the top clock speed supported by timing is 0.219 GHz.
- The layout filler cell count reads 401.
- The largest fanout of any net on the critical path is 8.
- The maximum vdd ir drop reads 0.0148 mV.
- Global routing used 4.99% of the available tracks.
- The chip area from the yosys synthesis statistics reads 594 sq um.
- The overall routed net length is 1570 microns.
- Per the gpl log, the routability congestion estimate is 0.847.
- The final routed DRC violation total is 0.
- 20 I/O pins were placed.
- The number of global-route vias before repair is 577.
- For the pin with the worst max-slew slack, the measured transition is 0.611 ns.
- After clock tree synthesis, the setup repair step added 0 buffers.
- The total die area reads 0.00640 sq mm.
- The final number of hold-violating endpoints reads 0.
- Setup repair after global routing left no endpoint under its margin.
- Registers are responsible for 0% of the overall power.
- Global routing consumed, on the met1 layer, 7.86% of the routing resources.
- The average vias per placed instance reads 4.52.
- Checking hold timing, the worst path is listed with class input port to primary output.
- The total inserted antenna cells is 0.
- The netlist area before placement is 594 sq um.
- The warning total across the stage logs is 33.
- The number of gates given a new drive strength after cts is 0.
- The part of the total power dissipated in the clock network is 0%.
- The category of the most critical setup path reads input port to primary output.
- The total number of vias is 665.
- The flip-flop and latch area reads 0 sq um.
- The first global-routing pass estimated 2790 microns of wire.
- The flow reported a cell area power density of 101 mW/mm^2.
- The synthesis report lists the most area-consuming cells as buf_4, mux2i_1, o21ai_0.
- The post-synthesis sequential area ratio is 0%.
- The placeable core area is 0.00342 sq mm.
- For this run, the final setup violation count is recorded as 0.
- The arrival time reported for the critical path endpoint reads 3.55 ns.
- After layout, the worst path uses 89.7% of the clock period.
- The DRC violation total after the first TritonRoute iteration is 111.
- The synthesized netlist cell count is 95.
- The post-detailed-route wirelength per cell is 10.7 microns.
- The worst-case setup slack after placement reads 0.493 ns.
- The internal power of the cells totals 0.0404 mW.
- Across all checked pins, the minimum headroom to the slew limit is 59.1%.
- The count of port buffers added during placement is 12.
- In this run the horizontal extent of the chip is 80 microns.
- The layout sequential cell count is 0.
- The worst setup margin reads 0.525 ns.
- The reported max-cap violation count reads 0.
- The power report shows net switching accounting for 46.0% of the total.
- The detailed placer's ending HPWL is 1210 microns.
- The cell total in the yosys stat output is 95.
- The number of buffers added to fix hold violations after cts is 0.
- The layout has 0 clock buffers.
- The post-synthesis average cell area is 6.26 sq um.
- The run finished with clean final reports.
- The switching power is 0.0344 mW.
- The final count of pins violating max slew reads 0.
- The met2 track utilization from global routing reads 7.38%.
- The area growth from synthesis to layout is 25.1%.
- The startpoint of the most critical setup path is bin_in[5].
- The cell type with the largest total area is buf_4.
- The global routing stage identified its most utilized layer as met1.
- The vertical extent of the die is 80 microns.
- Hold is met by 2.04 ns.
- The total congestion overflow after global routing is 0.
- The number of antenna violations at the first check in global routing is 0.
- On met3, the global router reports a usage of 0.568%.
- STA classifies the critical path startpoint as an input port.
- The post-route netlist has 7.92% of its cells at a drive strength greater than 1.
- The placement row count reads 21.
- Entering global routing, the biggest net connects 19 pins.
- The gate-level netlist out of Yosys references 37 unique cell types.
- The total negative slack for setup checks is 0 ns.
- STA classifies the critical path endpoint as a primary output.
[per-stage QoR]
step	util (%)	instances	instance area (sq um)	power [mW]
floorplan	-	99	609	0.0488
global placement	21.8	147	743	0.0756
detailed placement	21.8	147	743	0.0756
CTS	21.8	147	743	0.0760
global route	21.8	147	743	0.0847
finish	21.8	147	743	0.0747
[cell families (layout without fill, tap and decap cells)]
| family | Yosys count | count (layout) | share of synthesized area [%] |
|---|---|---|---|
| multiplexers | 6 | 6 | 12.2 |
| adder cells (fa/ha/maj) | 1 | 1 | 2.10 |
| XOR/XNOR | 1 | 1 | 1.47 |
| buffers and inverters | 20 | 22 | 17.5 |
| AND-OR/OR-AND | 34 | 34 | 38.1 |
| AND/OR/NAND/NOR | 32 | 32 | 28.0 |
| other | 1 | 5 | 0.631 |
[routing by layer]
layer	part of all wire, %	up-vias
met5	0	-
met4	0	0
met3	7.7	0
met2	43	23
met1	49	295
li1	-	347
[worst max-delay path, stage by stage]
cell	delay, ns
clkdlybuf4s50_1	0.48
inv_1	0.16
ha_1	0.28
nor2b_1	0.10
buf_4	0.16
nor2_4	0.13
mux2i_4	0.40
mux2i_1	0.22
a221o_1	0.15
clkdlybuf4s50_1	0.45
[synth_stat cells (2+ instances only)]
master,n
nor4_1,2
nand3_1,3
nor2b_1,3
and2_1,3
nor2_1,7
clkbuf_1,7
and3_1,2
o21ai_1,4
a31oi_1,2
buf_2,2
nand2_1,8
inv_1,4
a21oi_1,4
buf_4,7
o21a_1,2
o211ai_1,2
mux2i_1,5
a211oi_1,3
o21ai_0,7
[power by group through the flow]
stage / logic, mW / registers [mW] / clock network, mW
4_1_cts: 0.0760 / 0 / 0
6_report: 0.0747 / 0 / 0
5_1_grt: 0.0847 / 0 / 0
[placed cells by master (no fill, tap or decap), types with 3 or more instances in the layout]
cell type        synthesis  final
a211oi_1                 3      3
a21oi_1                  4      4
and2_1                   3      3
buf_4                    7      6
clkdlybuf4s50_1          0     12
conb_1                   1      5
inv_1                    4      4
mux2i_1                  5      5
nand2_1                  8      8
nand3_1                  3      3
nor2_1                   7      7
nor2b_1                  3      3
o21ai_0                  7      7
o21ai_1                  4      4
[layout make-up]
type | count | area, sq um | share of cell area (%)
inverters | 4 | 15.0 | 2.02
multi-input cells | 79 | 505 | 68.0
well taps | 46 | 57.6 | 7.74
repair buffers | 18 | 165 | 22.2
[worst min-delay path by stage]
stage / to / cells past startpoint / start
5_1_grt: BCD_out[0] / 0 / bin_in[1]
6_report: BCD_out[0] / 0 / bin_in[1]
4_1_cts: BCD_out[0] / 0 / bin_in[1]
Power is estimated from default activity; no workload was simulated.

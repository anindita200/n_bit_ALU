--- flow/config.mk ---
export PLATFORM = sky130hd
export DESIGN_NAME = shift
export DESIGN_NICKNAME = shift
export VERILOG_FILES = /design/flow/design.v
export SDC_FILE = /design/flow/constraint.sdc
export NUM_CORES = 4
export LEC_CHECK = 1
export CORE_AREA = 10 10 70 70
export DIE_AREA = 0 0 80 80
--- flow/constraint.sdc ---
current_design shift

set clk_period 2.1
set clk_io_pct 0.2

create_clock -name clk0 -period $clk_period

set non_clock_inputs [all_inputs -no_clocks]
set_input_delay [expr $clk_period * $clk_io_pct] -clock clk0 $non_clock_inputs
set_output_delay [expr $clk_period * $clk_io_pct] -clock clk0 [all_outputs]
--- flow/design.v ---
module shift #(parameter DWIDTH = 8)(
input   [DWIDTH-1:0] dir,
input   [DWIDTH-1:0] din,
output  [DWIDTH-1:0]dout
);
assign dout = dir ? din<<1
			      : din>>1;
endmodule
--- flow/run.sh ---
#!/bin/bash
# OpenROAD 26Q1-2900-gdf79404cd8, Yosys 0.63+post, stock flow scripts
make -C /OpenROAD-flow-scripts/flow DESIGN_CONFIG=/design/flow/config.mk WORK_HOME=/design/flow/orfs finish
==> CHANGELOG.md <==
### Implementation results

* Slew HR at 0.839
* Die width at 80 µm
* FP Util at 0.0333
* Worst Path Arrival at 1.62 ns
* Data required time of the critical path at 1.68 ns
* Setup TNS Final at 0 ns
* Pre-CTS setup slack at -0.499 ns
* Cts hold-fix bufs at 0
* Total power draw at 0.0000576 W
* Syn Area/Cell at 10.4 µm²
* Setup ws final at 0.0599 ns
* Final setup fails at 0
* Pwr dens at 130 nW/µm²
* RSZ-0062 raised after global routing: false
* CP Cell Sequence: clkdlybuf4s15_1, nor4_4, nand2_2, buf_6, mux2_4, buf_2
* Gpl congestion at 0.739
* CP max stage delay at 0.30 ns
* Pins over their slew limit at 0
* Antenna cells at 0
* Final worst path period share at 0.971
* # IOs at 24
* Reg area at 0 µm²
* Residual DRC at 0
* Worst slew pin tran at 0.239 ns
* Critical Path Start Type: input pin
* Worst vdd ir at 0.0385 mV
* DRT iter0 DRCs at 2
* Global Route Usage Sum at 0.0351
* Core region area at 3420 µm²
* Final core utilization at 0.130
* First-pass GRT wire length at 1.64 mm
* Ys Warns at 0
* Crit path capture type: output port
* CP Class: in -> out
* Maximum net fanout on the critical path at 6
* Area grow syn2layout at 289%
* Fmax at 490 MHz
* IO buf count at 24
* Vias at 202
* Remaining Overflow, GRT at 0
* Max_cap viols at 0
* Clock buffer count at 0
* Hold WS at 1.37 ns
* Layout cells sized above 1 at 0.684
* Netlist cell types at 5
* Antenna viol nets, final at 0
* Chip area at 6400 µm²
* Leak pwr at 0.195 nW
* Post-synth seq share at 0
* DR vias/cell at 2.40
* Num rows at 21
* OpenROAD warnings at 32
* Hold Violations, Final at 0
* Die Ht at 80 µm
* Status: complete, no violations
* Flop count at 0
* Min-delay src: dir[7]
* DR WL/cell at 13.1 µm
* Synthesized instance count at 11
* CP max-delay cell: mux2_4
* Hold crit path type: in -> out
* Drt total wl at 1.10 mm
* CP Launch Point: dir[5]
* Ys cells at 11
* Vias in the first global route at 254
* Total iterations of the first detailed-routing run at 2
* Largest net degree at the start of global routing at 7
* Final min period at 2.04 ns
* Initial antenna violation count at 0
* Synthesis area per yosys at 114 µm²
* Post-Syn Area at 114 µm²
cells in the final DEF (no fill, tap or decap):
master,instances
clkdlybuf4s15_1,1
buf_6,5
clkdlybuf4s50_1,9
clkdlybuf4s15_2,1
and2_4,1
mux2_4,6
dlygate4sd2_1,2
nand2_2,1
clkbuf_2,3
and3_2,1
nor4_4,2
buf_2,6
worst max-delay path, delay by kind of cell:
kind          cells  cell delay (ns)
buf+inv           3             0.49
simple gates      2             0.41
mux               1             0.30
area by class of cell:
cell class,count,area (µm²)
tap,46,57.6
timing repair buffer,27,230
fill,401,2970
multi-input combinational,11,155
layer usage:
metal  track usage  vias up  routed length, µm
met5             0        -                  0
met4             0        0                  0
met3        0.0170        0                148
met2        0.0377       17                323
met1        0.0593       87                626
li1              -       98                  -
Yosys cell counts, drive strengths merged:
| cell | number | area, µm² |
|---|---|---|
| mux2 | 6 | 67.6 |
| and3 | 1 | 7.51 |
| nand2 | 1 | 6.26 |
| and2 | 1 | 7.51 |
| nor4 | 2 | 25.0 |
path summary, 6_finish.rpt:
kind	end	slack, ns	depth (start not counted)
worst min-delay path	dout[4]	1.37	5
worst max-delay path	dout[5]	0.06	6
kinds of logic (layout without fill, tap and decap cells):
family / count (synthesis) / in the layout / synth area share
buffers and inverters: 0 / 27 / 0
muxes: 6 / 6 / 0.593
and+or+nand+nor: 5 / 5 / 0.407
timing repair:
action	4_1_cts	5_1_grt
pin swaps	4	3
gates resized	50	9
endpoints found under the setup margin	8	5
setup buffers	3	0
metrics by stage:
step | area, µm² | instances
6_report | 443 | 84
2_1_floorplan | 114 | 11
3_5_place_dp | 412 | 81
5_1_grt | 443 | 84
3_3_place_gp | 412 | 81
4_1_cts | 462 | 84
report_power, final:
part / switching [W] / leakage [nW] / internal, W / total (W)
Clock: 0 / 0 / 0 / 0
Combinational: 0.0000191 / 0.195 / 0.0000385 / 0.0000576
Sequential: 0 / 0 / 0 / 0
Power is estimated from default activity; no workload was simulated.

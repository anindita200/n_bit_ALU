### design/flow/config.mk
export PLATFORM = sky130hd
export DESIGN_NAME = comparator
export DESIGN_NICKNAME = comparator
export VERILOG_FILES = /design/flow/design.v
export SDC_FILE = /design/flow/constraint.sdc
export NUM_CORES = 4
export LEC_CHECK = 1
export CORE_AREA = 10 10 70 70
export DIE_AREA = 0 0 80 80
### design/flow/constraint.sdc
current_design comparator

set clk_period 2.7
set clk_io_pct 0.2

create_clock -name clk0 -period $clk_period

set non_clock_inputs [all_inputs -no_clocks]
set_input_delay [expr $clk_period * $clk_io_pct] -clock clk0 $non_clock_inputs
set_output_delay [expr $clk_period * $clk_io_pct] -clock clk0 [all_outputs]
### design/flow/design.v
module comparator #(parameter DWIDTH=8) (a,b,dout_comparator);
input [DWIDTH-1:0] a,b;
output reg [DWIDTH-1:0] dout_comparator;
always @(a or b)
begin
  if(a==b)
  dout_comparator = 0;
  else if (a>b)
  dout_comparator = 2;
  else
  dout_comparator = 1;
end
endmodule
### design/flow/run.sh
#!/bin/bash
# OpenROAD 26Q1-2900-gdf79404cd8, Yosys 0.63+post, stock flow scripts
make -C /OpenROAD-flow-scripts/flow DESIGN_CONFIG=/design/flow/config.mk WORK_HOME=/design/flow/orfs finish
==> node_exporter_impl.prom <==
# HELP chip_impl_metric Metrics from one implementation run
# TYPE chip_impl_metric gauge
chip_impl_info{name="timing.critical_path.max_delay_family",value="buffers and inverters"} 1
chip_impl_metric{name="path_max_fanout",unit=""} 2
chip_impl_metric{name="route.detailed.vias_per_inst",unit=""} 2.64
chip_impl_metric{name="dr_total_vias",unit=""} 261
chip_impl_metric{name="log.warning_count",unit=""} 32
chip_impl_metric{name="critical_path.n_buffers_inverters",unit=""} 2
chip_impl_metric{name="die_height",unit="µm"} 80
chip_impl_metric{name="drc_errors",unit=""} 0
chip_impl_metric{name="synth_warnings",unit=""} 1
chip_impl_metric{name="placement_rows",unit=""} 21
chip_impl_metric{name="maxCapViolCount",unit=""} 0
chip_impl_metric{name="grt_start_max_net_pins",unit=""} 4
chip_impl_metric{name="post_synth_instance_area",unit="µm²"} 262
chip_impl_metric{name="ant_nets",unit=""} 0
chip_impl_info{name="critical_path.cell_chain",value="clkdlybuf4s50_1 > ha_4 > nor2b_2 > o211ai_2 > a21oi_2 > o22a_1 > dlygate4sd2_1"} 1
chip_impl_metric{name="fill_cells",unit=""} 399
chip_impl_metric{name="critical_path_arrival",unit="ps"} 2080
chip_impl_metric{name="initCoreUtil",unit=""} 0.0766
chip_impl_metric{name="layout_cell_share_with_drive_strength_beyond_1",unit=""} 0.0943
chip_impl_metric{name="synth.avg_cell_area",unit="µm²"} 7.26
chip_impl_metric{name="finalSetupViolations",unit=""} 0
chip_impl_metric{name="top_level_ports",unit=""} 24
chip_impl_metric{name="grt_use_total",unit=""} 0.0208
chip_impl_metric{name="ys_types",unit=""} 14
chip_impl_metric{name="numSequentialCells",unit=""} 0
chip_impl_metric{name="yosysSeqAreaShare",unit=""} 0
chip_impl_metric{name="wl_met3",unit="µm"} 156
chip_impl_metric{name="antenna_cells",unit=""} 0
chip_impl_metric{name="post-cts-setup-buffers",unit=""} 0
chip_impl_metric{name="required_time_at_the_worst_slack_endpoint",unit="ps"} 2160
chip_impl_metric{name="met2_wire_len",unit="µm"} 188
chip_impl_metric{name="slew_violations",unit=""} 0
chip_impl_info{name="critPathSlowestCell",value="sky130_fd_sc_hd__clkdlybuf4s50_1"} 1
chip_impl_info{name="category_of_the_most_critical_setup_path",value="input port to primary output"} 1
chip_impl_metric{name="synth_stat.cells",unit=""} 36
chip_impl_metric{name="detailedPlacementHpwl",unit="µm"} 683
chip_impl_metric{name="number_of_antenna_violations_at_the_first_check_in_global_routing",unit=""} 0
chip_impl_info{name="result_of_the_run",value="completed"} 1
chip_impl_metric{name="worst_ir_drop_vdd",unit="V"} 0.0000373
chip_impl_metric{name="via_count_of_the_first_global_routing_pass",unit=""} 241
chip_impl_metric{name="finish.instance_area",unit="µm²"} 489
chip_impl_metric{name="layout.clock_buffers",unit=""} 0
chip_impl_info{name="final_layout_top_logic_cells",value="sky130_fd_sc_hd__clkdlybuf4s50_1 (16), sky130_fd_sc_hd__inv_1 (8), sky130_fd_sc_hd__ha_1 (7)"} 1
chip_impl_metric{name="postLayoutCoreUtil",unit=""} 0.143
chip_impl_metric{name="drt_wl_total",unit="µm"} 725
chip_impl_metric{name="gp_routability_congestion",unit=""} 0.791
chip_impl_metric{name="seq_cell_area",unit="µm²"} 0
chip_impl_metric{name="max_freq",unit="MHz"} 382
chip_impl_metric{name="dieArea",unit="mm²"} 0.00640
chip_impl_metric{name="power_per_standard_cell_area",unit="mW/mm²"} 126
chip_impl_metric{name="placedInstanceArea",unit="µm²"} 473
chip_impl_metric{name="cpPeakStageDelay",unit="ps"} 510
chip_impl_metric{name="finalHoldViolations",unit=""} 0
chip_impl_metric{name="synthesized_instance_count",unit=""} 36
chip_impl_metric{name="fp.dieW",unit="µm"} 80
chip_impl_metric{name="wire_per_inst",unit="µm"} 7.32
chip_impl_metric{name="syn2layout_area_growth",unit="%"} 87.1
chip_impl_info{name="routed.top_layer",value="met3"} 1
chip_impl_metric{name="drt-pass1-iter-count",unit=""} 4
chip_impl_info{name="cp-end-kind",value="primary output"} 1
chip_impl_metric{name="buffer_ports.inserted",unit=""} 18
chip_impl_metric{name="core-area",unit="mm²"} 0.00342
chip_impl_metric{name="period_used_share",unit=""} 0.970
chip_impl_metric{name="period_needed",unit="ps"} 2620
chip_impl_metric{name="grt_overflow",unit=""} 0
chip_impl_metric{name="ys_chip_area",unit="µm²"} 262
chip_impl_metric{name="global_route_wire_length_before_repair",unit="µm"} 1090
chip_impl_metric{name="p_leak",unit="nW"} 0.219
chip_impl_info{name="final_common_cell",value="sky130_fd_sc_hd__clkdlybuf4s50_1"} 1
chip_impl_metric{name="drt-initial-drc-count",unit=""} 4
chip_impl_metric{name="routedLengthMet1",unit="µm"} 380
chip_impl_info{name="hp-class",value="input port to primary output"} 1
chip_impl_info{name="critPathLaunchType",value="input port"} 1
[cells by family after synthesis]
kind of cell,synth area share
buffers and inverters,0.287
AOI/OAI and AO/OA,0.215
adders and majority gates,0.383
and+or+nand+nor,0.100
other,0.0143
[stage by stage]
step	TNS, ps	instances	power, mW	hold slack [ps]	setup WS (ps)
3_5_place_dp	-317	99	0.0616	2330	-167
2_1_floorplan	0	41	0.0308	1350	834
4_1_cts	0	99	0.0602	2150	32.0
5_1_grt	-0.0520	99	0.0697	2200	-0.0520
6_report	0	99	0.0616	2120	80.4
3_3_place_gp	-306	99	0.0614	2330	-153
[layer usage]
metal,GRT usage,vias to the layer above
met4,0,0
met1,0.0316,96
met5,0,-
met2,0.0209,20
met3,0.0182,0
li1,-,145
[final cells by class]
class	count	area (µm²)	share of cell area
tap	46	57.6	0.118
inverter	8	30.0	0.0614
multi-input combinational	27	224	0.458
timing repair buffer	18	178	0.363
[Yosys cell counts]
cell	count	area share
sky130_fd_sc_hd__nand4_1	2	0.048
sky130_fd_sc_hd__conb_1	1	0.014
sky130_fd_sc_hd__o21ai_0	1	0.019
sky130_fd_sc_hd__buf_4	6	0.17
sky130_fd_sc_hd__nor2_1	1	0.014
sky130_fd_sc_hd__inv_1	8	0.11
sky130_fd_sc_hd__ha_1	8	0.38
sky130_fd_sc_hd__a31oi_1	1	0.024
sky130_fd_sc_hd__a21oi_1	3	0.057
sky130_fd_sc_hd__nor2b_1	1	0.024
sky130_fd_sc_hd__nand2_1	1	0.014
sky130_fd_sc_hd__o22a_1	1	0.033
sky130_fd_sc_hd__o211ai_2	1	0.048
sky130_fd_sc_hd__a21oi_2	1	0.033
[worst paths after layout]
path	from	end	slack, ps	cells past startpoint
worst min-delay path	b[7]	dout_comparator[0]	2120	7
worst max-delay path	a[1]	dout_comparator[1]	80	7
[timing repair]
item                                   in CTS  in global routing
endpoints found under the hold margin       0                  0
pin swaps                                   0                  1
setup endpoints to repair                   2                  1
resized                                     4                  2
hold buffers                                0                  0
[power by group]
group	leakage [nW]	switching, mW	internal (mW)	total, mW
Clock	0	0	0	0
Sequential	0	0	0	0
Combinational	0.219	0.0222	0.0393	0.0616
Total	0.219	0.0222	0.0393	0.0616
Power is estimated from default activity; no workload was simulated.
